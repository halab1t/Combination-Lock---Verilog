File: design.v
module lab3(input [9:0] SW, input [3:0] KEY,
            output reg [6:0] HEX0, output reg [6:0] HEX1, output reg [6:0] HEX2,
            output reg [6:0] HEX3, output reg [6:0] HEX4, output reg [6:0] HEX5,
            output [9:0] LEDR);
    wire clk = ~KEY[0];  
    wire rst_n = KEY[3];  
    reg [3:0] state;
    always_ff @(posedge clk) 
    begin
        if(~rst_n) begin
            state <= 4'd0;
        end 
        case(state)
            4'd0: if(SW === 10'd6)begin
                state <= 4'd1;  
            end else begin
                state <= 4'd2;
            end
            4'd1: if(SW === 10'd3)begin
                state <= 4'd3;  
            end else begin
                state <= 4'd4;
            end
            4'd2: state <= 4'd4;
            4'd3: if(SW === 10'd2)begin
                state <= 4'd5;  
            end else begin
                state <= 4'd6;
            end
            4'd4: state <= 4'd6;
            4'd5: if(SW === 10'd9)begin
                state <= 4'd7;  
            end else begin
                state <= 4'd8;
            end
            4'd6: state <= 4'd8;
            4'd7: if(SW === 10'd1)begin
                state <= 4'd9;  
            end else begin
                state <= 4'd10;
            end
            4'd8: state <= 4'd10;
            4'd9: if(SW === 10'd4)begin
                state <= 4'd11;  
            end else begin
                state <= 4'd12;
            end
            4'd10: state <= 4'd12;
            4'd11: begin 
                if(~rst_n) begin
                    state <= 4'd0;
                end else begin
                     state <= 4'd11;
                end
            end
            4'd12: state <= 4'd12;
            default: state <= 4'd0;
        endcase 
    end
    always_comb begin 
        if(state === 4'd11)begin
            HEX0 = 7'b1001000;
            HEX1 = 7'b0000110;
            HEX2 = 7'b0001100;
            HEX3 = 7'b1000000;
            HEX4 = 7'b1111111;
            HEX5 = 7'b1111111;
        end else if(state === 4'd12)begin
            HEX0 = 7'b0100001;
            HEX1 = 7'b0000110;
            HEX2 = 7'b0010010;
            HEX3 = 7'b1000000;
            HEX4 = 7'b1000111;
            HEX5 = 7'b1000110;
        end else begin
            case(SW)
                10'd0: begin
                    HEX0 = 7'b1000000;
                    HEX1 = 7'b1111111;
                    HEX2 = 7'b1111111;
                    HEX3 = 7'b1111111;
                    HEX4 = 7'b1111111;
                    HEX5 = 7'b1111111;
                end
                10'd1: begin
                    HEX0 = 7'b1111001;
                    HEX1 = 7'b1111111;
                    HEX2 = 7'b1111111;
                    HEX3 = 7'b1111111;
                    HEX4 = 7'b1111111;
                    HEX5 = 7'b1111111;
                end
                10'd2: begin
                    HEX0 = 7'b0100100;
                    HEX1 = 7'b1111111;
                    HEX2 = 7'b1111111;
                    HEX3 = 7'b1111111;
                    HEX4 = 7'b1111111;
                    HEX5 = 7'b1111111;
                end
                10'd3: begin
                    HEX0 = 7'b0110000;
                    HEX1 = 7'b1111111;
                    HEX2 = 7'b1111111;
                    HEX3 = 7'b1111111;
                    HEX4 = 7'b1111111;
                    HEX5 = 7'b1111111;
                end
                10'd4: begin
                    HEX0 = 7'b0011001;
                    HEX1 = 7'b1111111;
                    HEX2 = 7'b1111111;
                    HEX3 = 7'b1111111;
                    HEX4 = 7'b1111111;
                    HEX5 = 7'b1111111;
                end
                10'd5: begin
                    HEX0 = 7'b0010010;
                    HEX1 = 7'b1111111;
                    HEX2 = 7'b1111111;
                    HEX3 = 7'b1111111;
                    HEX4 = 7'b1111111;
                    HEX5 = 7'b1111111;
                end
                10'd6: begin
                    HEX0 = 7'b0000010;
                    HEX1 = 7'b1111111;
                    HEX2 = 7'b1111111;
                    HEX3 = 7'b1111111;
                    HEX4 = 7'b1111111;
                    HEX5 = 7'b1111111;
                end
                10'd7: begin
                    HEX0 = 7'b1111000;
                    HEX1 = 7'b1111111;
                    HEX2 = 7'b1111111;
                    HEX3 = 7'b1111111;
                    HEX4 = 7'b1111111;
                    HEX5 = 7'b1111111;
                end
                10'd8: begin
                    HEX0 = 7'b0000000;
                    HEX1 = 7'b1111111;
                    HEX2 = 7'b1111111;
                    HEX3 = 7'b1111111;
                    HEX4 = 7'b1111111;
                    HEX5 = 7'b1111111;
                end
                10'd9: begin
                    HEX0 = 7'b0011000;
                    HEX1 = 7'b1111111;
                    HEX2 = 7'b1111111;
                    HEX3 = 7'b1111111;
                    HEX4 = 7'b1111111;
                    HEX5 = 7'b1111111;
                end
                default: begin
                    HEX0 = 7'b0101111;
                    HEX1 = 7'b0100011;
                    HEX2 = 7'b0101111;
                    HEX3 = 7'b0101111;
                    HEX4 = 7'b0000110;
                    HEX5 = 7'b1111111;
                end
            endcase
        end
    end
endmodule: lab3
File: run.sh
#!/bin/bash
# OpenROAD 26Q1-2900-gdf79404cd8, Yosys 0.63+post, stock flow scripts
make -C /OpenROAD-flow-scripts/flow DESIGN_CONFIG=/design/flow/config.mk WORK_HOME=/design/flow/orfs finish
File: config.mk
export PLATFORM = sky130hd
export DESIGN_NAME = lab3
export DESIGN_NICKNAME = lab3
export VERILOG_FILES = /design/flow/design.v
export SDC_FILE = /design/flow/constraint.sdc
export NUM_CORES = 4
export LEC_CHECK = 1
export CORE_AREA = 10 10 70 70
export DIE_AREA = 0 0 80 80
File: constraint.sdc
current_design lab3

set clk_period 4.4
set clk_io_pct 0.2

create_clock -name clk0 -period $clk_period [get_ports {KEY}]

set non_clock_inputs [all_inputs -no_clocks]
set_input_delay [expr $clk_period * $clk_io_pct] -clock clk0 $non_clock_inputs
set_output_delay [expr $clk_period * $clk_io_pct] -clock clk0 [all_outputs]
==> flow_summary.ini <==
; synthesis and place-and-route metrics
[sta]
setup_ws_ps = -132.8
fin_skew_ps = 6.105
slew_headroom = 0.6541
rsz0062_at_grt = true
setup_viol = 25
tns_ps = -1871
tightest_slew_ps = 517.5
slew_violations = 0
hold_viol = 0

[logic_synthesis]
ys.flop_type = dfxtp_1
synth_flops = 4
adder_share = 0.07663
enable_flop_cells = 0
synthXorXnorAreaFrac = 0
synth_cell_types = 41
netlist_area_um2 = 979.7
ys_sh_mux = 0
yosys_cells = 143
avgSynthCellArea_um2 = 6.851
aoi_share = 0.2286
yosysWarnings = 11
ys_async_sr_fraction = 0
simple_gate_area_frac = 0.2439
postSynthCellCount = 143
yosysChipArea_um2 = 979.7
logic_family = buffers and inverters
synth_seq_share = 0.08174

[setup_path]
crit_end = HEX2[5]
rr_startpoint = state[3]
path_max_fanout = 4
worst_ep_arrival_time_ps = 3650
setup.worst_path.class = register to output pin
startpoint_type = register
critPathRequiredTime_ps = 3520
worst-r2r-setup-slack_ps = 2620
startpoint = state[1]
rr_worst_depth = 5
worstPathCellList = nor2_4 > and3_4 > inv_4 > nand2_4 > inv_4 > buf_6 > buf_6 > buf_6
cpMaxStageDelayCell = dfxtp_2
critPathMaxStageDelay_ps = 330
path_common_cell = buf_6
cp-end-kind = output pin
r2r_end = state[1]

[global_routing]
gr-total-overflow = 0
grt_max_degree = 12
first_global_vias = 1307
grt_pass1_wl_mm = 5.685
grt_usage = 0.1057
antenna_found_initial = 0

[floorplanning]
fp_util = 0.2868
ioPinCount = 66
die_h_um = 80
die_x_um = 80
die_area_mm2 = 0.006400
core_area_mm2 = 0.003416
rows = 21

[power_and_ir_drop]
power_leakage_nw = 0.9364
p_per_area_mw_per_mm2 = 400.4
ir_drop_v = 0.0002989

[cells_and_area]
reg_top3 = state (4)
area_growth_pct = 91.70
final_area_mm2 = 0.001878
layout_top_cells = buf_4, buf_6, conb_1, buf_2, inv_1
top_register = state
largest_reg_flops = 4
drive_above_1_share = 0.5874
finalNonFillerCells = 269
final_util = 0.5498
layout_top_cell = buf_4

[routing]
drt_pass1_iterations = 4
ant_nets = 0
route.detailed.drc = 0
antenna_cells = 0
drt_iter0_markers = 48
via_count = 1223
drt-total-wl_mm = 3.727
vias_per_cell = 4.546
avgRoutedWirePerCell_um = 13.86

[place]
dpl_cell_area_mm2 = 0.001531
hpwl_mm = 2.793
place_inst = 243
dpl_worst_slack_ps = -674.4
numPortBuffers = 46
gp_congestion = 0.8346

[status]
status = complete, but fails checks
violations = negative setup slack

[cts]
cts_tree = yes
clk_pin_slew_worst_paths_ps = 30
cts_hold_buffers = 0
clock_sinks = 4
clock_latency_ps = 270

[job]
cap_violations = 0
tool_warnings = 96

[min_path]
holdCritPathClass = clock port to register
==> report_power, final <==
group / switching [mW] / internal [mW] / leakage, nW
Combinational: 0.213 / 0.336 / 0.826
Clock: 0.0351 / 0.0973 / 0.0760
Sequential: 0.0165 / 0.0538 / 0.0343
==> logic make-up after synthesis <==
| family | Yosys count |
|---|---|
| buf+inv | 54 |
| simple gates | 44 |
| compound gates | 33 |
| fa+ha+maj | 6 |
| flops | 4 |
| other cells | 2 |
==> final cells by class <==
class | count | area, µm²
Clock buffer | 8 | 60.06
Clock inverter | 5 | 18.77
Fill cell | 315 | 1538
Inverter | 8 | 37.54
Multi-Input combinational cell | 99 | 765.7
Sequential cell | 4 | 86.33
Tap cell | 46 | 57.56
Timing Repair Buffer | 99 | 852.1
==> how the worst min path moves through the flow <==
stage | startpoint | to | slack [ps] | cells after the start
finish | KEY[3] | state[3] | 290 | 4
CTS | KEY[3] | state[3] | 310 | 4
global route | KEY[3] | state[3] | 350 | 4
==> metrics by stage <==
stage	hold slack [ps]	power, mW
floorplan	259.4	0.2923
detailed placement	258.4	0.4941
global route	352.7	0.8401
finish	287.0	0.7520
CTS	307.0	0.7299
global placement	258.3	0.4946
==> synthesized netlist by cell type (2+ instances only) <==
cell type | instances | area [µm²]
nand2_1 | 12 | 45.04
dfxtp_1 | 4 | 80.08
buf_4 | 38 | 285.3
ha_1 | 6 | 75.07
nand3_1 | 3 | 15.01
inv_1 | 8 | 30.03
inv_2 | 2 | 7.510
nor4bb_1 | 2 | 20.02
o211ai_1 | 2 | 15.01
nor2b_1 | 4 | 25.02
and2_1 | 2 | 12.51
conb_1 | 2 | 7.510
o21ai_0 | 8 | 40.04
nor2_1 | 7 | 26.28
a31oi_1 | 2 | 12.51
clkbuf_1 | 4 | 15.01
o31ai_1 | 3 | 22.52
a21oi_1 | 7 | 35.03
a211oi_1 | 2 | 15.01
nand2b_1 | 2 | 12.51
nand4_1 | 2 | 12.51
and3_1 | 2 | 12.51
==> repair_timing <==
item | CTS | global route
pin swaps | 14 | 10
buffers inserted | 9 | 5
gates cloned | 1 | 0
resized | 181 | 20
endpoints found under the setup margin | 45 | 46
==> routing by layer <==
layer / global-route usage / vias up / routed length (µm)
li1: - / 607 / -
met5: 0 / - / 0
met3: 0.03409 / 6 / 251
met1: 0.1352 / 561 / 1597
met4: 0.03873 / 0 / 44
met2: 0.1613 / 49 / 1833
==> worst max-delay path: cells and delay by family (launching register included) <==
kind,cells,cell delay (ps)
flip-flops,1,330
buffers and inverters,5,430
AND/OR/NAND/NOR,3,430
No activity file was given, so power comes from the tool's default toggle rates.
